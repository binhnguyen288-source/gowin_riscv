File: ./run.sh
#!/bin/bash
# OpenROAD 26Q1-2900-gdf79404cd8, Yosys 0.63+post, stock flow scripts
make -C /OpenROAD-flow-scripts/flow DESIGN_CONFIG=/design/flow/config.mk WORK_HOME=/design/flow/orfs finish
File: ./config.mk
export PLATFORM = sky130hd
export DESIGN_NAME = rmii_rx
export DESIGN_NICKNAME = rmii_rx
export VERILOG_FILES = /design/flow/design.v
export SDC_FILE = /design/flow/constraint.sdc
export NUM_CORES = 4
export LEC_CHECK = 1
export CORE_AREA = 10 10 109 109
export DIE_AREA = 0 0 119 119
File: ./constraint.sdc
current_design rmii_rx

set clk_period 3.4
set clk_io_pct 0.2

create_clock -name clk0 -period $clk_period [get_ports {eth_clk}]

set non_clock_inputs [all_inputs -no_clocks]
set_input_delay [expr $clk_period * $clk_io_pct] -clock clk0 $non_clock_inputs
set_output_delay [expr $clk_period * $clk_io_pct] -clock clk0 [all_outputs]
File: ./design.v
parameter DEPTH = 2048;
parameter DSIZE = 8;
parameter ASIZE = 11;
module crc32(
    input clk,
    input fcs_en,
    input [1:0] data,
    output [31:0] fcs_out
);
    reg[31:0] crcIn;
    wire[31:0] crcOut;    
    assign crcOut[0] = crcIn[2];
    assign crcOut[1] = crcIn[3];
    assign crcOut[2] = crcIn[4];
    assign crcOut[3] = crcIn[5];
    assign crcOut[4] = crcIn[0] ^ crcIn[6] ^ data[0];
    assign crcOut[5] = crcIn[1] ^ crcIn[7] ^ data[1];
    assign crcOut[6] = crcIn[8];
    assign crcOut[7] = crcIn[0] ^ crcIn[9] ^ data[0];
    assign crcOut[8] = crcIn[0] ^ crcIn[1] ^ crcIn[10] ^ data[0] ^ data[1];
    assign crcOut[9] = crcIn[1] ^ crcIn[11] ^ data[1];
    assign crcOut[10] = crcIn[12];
    assign crcOut[11] = crcIn[13];
    assign crcOut[12] = crcIn[14];
    assign crcOut[13] = crcIn[15];
    assign crcOut[14] = crcIn[0] ^ crcIn[16] ^ data[0];
    assign crcOut[15] = crcIn[1] ^ crcIn[17] ^ data[1];
    assign crcOut[16] = crcIn[18];
    assign crcOut[17] = crcIn[19];
    assign crcOut[18] = crcIn[0] ^ crcIn[20] ^ data[0];
    assign crcOut[19] = crcIn[0] ^ crcIn[1] ^ crcIn[21] ^ data[0] ^ data[1];
    assign crcOut[20] = crcIn[0] ^ crcIn[1] ^ crcIn[22] ^ data[0] ^ data[1];
    assign crcOut[21] = crcIn[1] ^ crcIn[23] ^ data[1];
    assign crcOut[22] = crcIn[0] ^ crcIn[24] ^ data[0];
    assign crcOut[23] = crcIn[0] ^ crcIn[1] ^ crcIn[25] ^ data[0] ^ data[1];
    assign crcOut[24] = crcIn[1] ^ crcIn[26] ^ data[1];
    assign crcOut[25] = crcIn[0] ^ crcIn[27] ^ data[0];
    assign crcOut[26] = crcIn[0] ^ crcIn[1] ^ crcIn[28] ^ data[0] ^ data[1];
    assign crcOut[27] = crcIn[1] ^ crcIn[29] ^ data[1];
    assign crcOut[28] = crcIn[0] ^ crcIn[30] ^ data[0];
    assign crcOut[29] = crcIn[0] ^ crcIn[1] ^ crcIn[31] ^ data[0] ^ data[1];
    assign crcOut[30] = crcIn[0] ^ crcIn[1] ^ data[0] ^ data[1];
    assign crcOut[31] = crcIn[1] ^ data[1];
    assign fcs_out = ~crcIn;
    always @(posedge clk)
        crcIn <= fcs_en ? crcOut : 32'hFFFFFFFF;
endmodule
module rmii_rx(
    input rst,
    input eth_clk,
    input[1:0] eth_rx_iport,
    input eth_dv_iport,
    output reg valid_data,
    output byte_dv,
    output[7:0] byte_data
);
    reg eth_dv_q;
    always @(posedge eth_clk)
        if (rst)
            eth_dv_q <= 1'b0;
        else
            eth_dv_q <= eth_dv_iport;
    reg[1:0] eth_rx_q;
    always @(posedge eth_clk)
        eth_rx_q <= eth_rx_iport;
    reg[7:0] byte_temp;
    always @(posedge eth_clk)
        byte_temp <= {eth_rx_q, byte_temp[7:2]};
    reg[3:0] byte_ringctr;
    reg byte_valid_q;
    typedef enum {
        RMII_PREAMBLE,
        RMII_SFD,
        RMII_PAYLOAD,
        RMII_ERROR
    } RMII_STATE;
    RMII_STATE rmii_state = RMII_PREAMBLE;
    wire[31:0] fcs_out;
    crc32 fcs0(.clk(eth_clk), .fcs_en(rmii_state == RMII_PAYLOAD), .data(eth_rx_q), .fcs_out(fcs_out));
    always @(posedge eth_clk)
        if (rmii_state == RMII_PAYLOAD && ~eth_dv_q && fcs_out == 32'h2144df1c)
            valid_data <= 1'b1;
        else
            valid_data <= 1'b0;
    always @(posedge eth_clk)
        if (rst) begin
            byte_valid_q <= 1'b0;
            byte_ringctr <= 4'b1000;
            rmii_state <= RMII_PREAMBLE;
        end
        else if (eth_dv_q) begin
            case (rmii_state)
                RMII_PREAMBLE: begin
                    rmii_state <= eth_rx_q == 2'b01 ? RMII_SFD : RMII_PREAMBLE;
                end
                RMII_SFD: begin
                    rmii_state <= eth_rx_q == 2'b01 ? RMII_SFD :
                                  eth_rx_q == 2'b11 ? RMII_PAYLOAD :
                                                    RMII_ERROR;
                end
                RMII_PAYLOAD: begin
                    byte_ringctr <= {byte_ringctr[0], byte_ringctr[3:1]};
                end
            endcase
            byte_valid_q <= byte_ringctr[0];
        end
        else begin
            byte_valid_q <= 1'b0;
            byte_ringctr <= 4'b1000;
            rmii_state <= RMII_PREAMBLE;
        end
    assign byte_dv = byte_valid_q;
    assign byte_data = byte_temp;
endmodule
==> flow_metrics.env <==
# implementation run metrics
export IMPL_status="complete, no violations"
export IMPL_dieHeight_um=119
export IMPL_top_area_cell="dfxtp_1"
export IMPL_io_pins=15
export IMPL_busiest_layer="met2"
export IMPL_pre_cts_ws_ns=1.59
export IMPL_cp_arrival_ns=1.10
export IMPL_crit_path_max_fanout=2
export IMPL_period_minus_slack_ns=1.78
export IMPL_drtAntennaViolNets=0
export IMPL_setup_tns_ns=0
export IMPL_rows=36
export IMPL_cp_top_family="buffers and inverters"
export IMPL_synth_flops=51
export IMPL_grt_ovfl_total=0
export IMPL_yosys_cells=153
export IMPL_hold_path_class="reg2reg"
export IMPL_setup_violations=0
export IMPL_path_cells="clkdlybuf4s50_1"
export IMPL_grt_pass1_vias=989
export IMPL_yosys_warnings=2
export IMPL_clk_pin_slew_worst_paths_ns=0.08
export IMPL_fp_dieArea_um2=14200
export IMPL_gp_congestion=0.737
export IMPL_worst_slack_ns=1.62
export IMPL_edf_count=0
export IMPL_min_from="byte_temp[4]"
export IMPL_syn_inst=153
export IMPL_n_antenna_cell=0
export IMPL_critPathKind="reg2out"
export IMPL_leakagePower_nw=0.667
export IMPL_use_met2=0.0609
export IMPL_ys_seq_share=0.612
export IMPL_ys_async_sr_fraction=0
export IMPL_ff2ff_setup_slack_ns=1.91
export IMPL_worstReg2RegStart="fcs0.crcIn[0]"
export IMPL_clk_latency_ns=0.30
export IMPL_min_delay_path_depth=0
export IMPL_firstDrtPassIters=4
export IMPL_fin_crit_sh=0.524
export IMPL_relSlewSlack=0.608
export IMPL_hold_end="byte_temp[2]"
export IMPL_viasPerCell=3.37
export IMPL_initialDrtViolationCount=72
export IMPL_power_total_mw=0.979
export IMPL_cts_root_buf="clkbuf_8"
export IMPL_via_count=1029
export IMPL_core_region_area_um2=9640
export IMPL_cts_buffer_depth=2
export IMPL_worst_hold_slack_ns=0.353
export IMPL_yosys_stat_area_um2=1670
export IMPL_fin_skew_ns=0.00454
export IMPL_top_cell_area_share=0.612
export IMPL_cts_tree="yes"
export IMPL_grt_use_met1=0.0553
export IMPL_ctsHoldBuffers=0
export IMPL_path_buffers=1
export IMPL_dp_cells=297
export IMPL_start_kind="flop"
export IMPL_syn_avg_cell_area_um2=10.9
export IMPL_htree_levels=2
export IMPL_cts_sinks=51
export IMPL_reg2reg_to="fcs0.crcIn[8]"
export IMPL_fp_dieW_um=119
export IMPL_finalHoldViolCount=0
export IMPL_drv_slew=0
export IMPL_warnings=25
export IMPL_io_buffers=14
export IMPL_syn_area_um2=1670
export IMPL_worst_pin_slew_ns=0.588
export IMPL_crit_slowest_cell="clkdlybuf4s50_1"
export IMPL_final_cell_count_no_fill=305
export IMPL_max_stage_delay_ns=0.47
export IMPL_wirelength_um=2820
export IMPL_area_leaders="dfxtp_1 61%, nand2b_1 4.9%, xor2_1 4.2%"
export IMPL_synth_distinct_cells=28
export IMPL_powerDensity_nw_per_um2=478
export IMPL_drt_wirelength_per_cell_um=9.25
export IMPL_grt_max_degree=35
export IMPL_grt_pass1_wl_um=4820
export IMPL_rsz0062_at_grt="no"
export IMPL_grt_usage=0.0399
export IMPL_drive_gt1_frac=0.0930
export IMPL_cts_setup_buffers=0
export IMPL_crit_required_ns=2.72
export IMPL_fp_util=0.173
export IMPL_syn_to_final_growth_pct=22.7
export IMPL_end_kind="primary output"
export IMPL_dp_hpwl_um=1880
export IMPL_antenna_found_initial=0
export IMPL_cts_buffers=5
export IMPL_cts_resized_gates=0
export IMPL_ys_flop_type="dfxtp_1"
export IMPL_rr_worst_depth=4
export IMPL_drcViolationCount=0
export IMPL_cap_violations=0
export IMPL_met3_usage=0.0134
export IMPL_max_vdd_ir_drop_v=0.000148
export IMPL_fmax_mhz=562
-- synth_stat cells, types with 2 or more instances --
cell      count
dfxtp_1      51
and2b_2       2
nand4b_1      2
nand2_1      18
xnor2_1       5
buf_2         4
nor4bb_1      3
xor2_1        8
and2_1        8
nand2b_1     13
a21oi_1       4
o21ai_0       8
nor2_1       12
-- layout make-up --
class,count,area (µm²)
fill,1054,7590
clock inverter,1,5.00
clock buffer,7,76.3
inverter,1,3.75
sequential,51,1020
tap,133,166
timing repair buffer,16,155
multi-input combinational,96,621
-- report_power, final --
| part | switching (mW) | internal [mW] |
|---|---|---|
| clock | 0.183 | 0.145 |
| combinational | 0.0168 | 0.0251 |
| sequential | 0.00488 | 0.605 |
-- cell families (layout without fill, tap and decap cells) --
logic type               count (synthesis)  after routing  share of synthesized area
XOR/XNOR                                14             14                     0.0825
flip-flops                              51             51                      0.612
adder cells (fa/ha/maj)                  1              1                    0.00750
AND/OR/NAND/NOR                         67             67                      0.235
buffers and inverters                    6             25                     0.0165
AND-OR/OR-AND                           14             14                     0.0465
-- layer usage --
layer	wire length, µm	vias up	share of wire
met5	0	-	0
met4	31	0	0.011
met3	154	6	0.055
met2	1160	17	0.41
met1	1480	475	0.52
li1	-	531	-
-- stage by stage --
stage / utilization / instance area (µm²)
final: 0.212 / 2050
after global routing: 0.212 / 2050
after CTS: 0.212 / 2050
after detailed placement: 0.204 / 1970
after global placement: 0.204 / 1970
after floorplan: - / 1670
-- worst max-delay path by stage --
stage / cells after the start / start / to / slack (ns)
final: 1 / byte_temp[2] / byte_data[2] / 1.62
after global routing: 1 / byte_temp[2] / byte_data[2] / 1.54
after CTS: 1 / byte_temp[2] / byte_data[2] / 1.59
-- placed cells by master, fill, tap and decap left out, types with 2 or more instances in the layout --
cell type and instances:
a21oi_1 4, and2_1 8, and2b_2 2, buf_4 2
clkbuf_1 2, clkbuf_8 5, clkdlybuf4s50_1 14, dfxtp_1 51
nand2_1 18, nand2b_1 13, nand4b_1 2, nor2_1 12
nor4bb_1 3, o21ai_0 8, xnor2_1 5, xor2_1 8
-- flip-flops by register name, indices dropped and copies added (netlist names) --
signal and cells:
eth_dv_q 1, byte_ringctr 4, valid_data 1, rmii_state 2
byte_valid_q 1, byte_temp 8, fcs0.crcIn 32, eth_rx_q 2
